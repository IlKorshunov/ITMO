==> /design/flow/design.v <==
module register_file(clk, we3, a1, a2, a3, wd3, rd1, rd2);
  input clk, we3;
  input [4:0] a1, a2, a3;
  input [31:0] wd3;
  output [31:0] rd1, rd2;
  reg [31:0] mem[0:31];
  integer i;
  initial begin
    for (i = 0; i < 32; i = i + 1) begin
      mem[i] = 0;
   	end
  end
  assign rd1 = mem[a1];
  assign rd2 = mem[a2];
  always @ (posedge clk) begin
    if (we3) mem[a3] = wd3;
  end
endmodule
==> /design/flow/run.sh <==
#!/bin/bash
# OpenROAD 26Q1-2900-gdf79404cd8, Yosys 0.63+post, stock flow scripts
make -C /OpenROAD-flow-scripts/flow DESIGN_CONFIG=/design/flow/config.mk WORK_HOME=/design/flow/orfs finish
==> /design/flow/config.mk <==
export PLATFORM = sky130hd
export DESIGN_NAME = register_file
export DESIGN_NICKNAME = register_file
export VERILOG_FILES = /design/flow/design.v
export SDC_FILE = /design/flow/constraint.sdc
export NUM_CORES = 4
export LEC_CHECK = 1
export CORE_UTILIZATION = 30
==> /design/flow/constraint.sdc <==
current_design register_file

set clk_period 8.5
set clk_io_pct 0.2

create_clock -name clk0 -period $clk_period [get_ports {clk}]

set non_clock_inputs [all_inputs -no_clocks]
set_input_delay [expr $clk_period * $clk_io_pct] -clock clk0 $non_clock_inputs
set_output_delay [expr $clk_period * $clk_io_pct] -clock clk0 [all_outputs]
==> flow_summary.json <==
{
  "fin_area_sq_um": 55800,
  "pin_count": 113,
  "hold_path.class": "in2reg",
  "routed_wl_um": 155000,
  "grt_pass1_vias": 31900,
  "antenna_left": 0,
  "viasPerCell": 5.43,
  "place_inst": 5535,
  "clk_pin_slew_ns": 0.06,
  "dp_hpwl_um": 86700,
  "ys_cells": 3386,
  "antenna_found_initial": 9,
  "tightestPinTransition_ns": 1.02,
  "instances_no_fill": 5724,
  "dpl_cell_area_sq_um": 52500,
  "fp_util_pct": 30.3,
  "synth_seq_share_pct": 63.0,
  "powerDensity_nw_per_um2": 201,
  "synth.cell_area_sq_um": 48800,
  "clockBufferDepth": 3,
  "ys_chip_area_sq_um": 48800,
  "row_count": 147,
  "grt_util_all_layers_pct": 19.7,
  "gr-total-overflow": 0,
  "cp_data_required_time_ns": 6.80,
  "setup_viol": 0,
  "critical_path_class": "in2out",
  "gp_congestion": 0.873,
  "status": "completed",
  "cts_tree": "built",
  "path_buffers": 3,
  "grt_setup_unrepaired": "false",
  "grt_max_degree": 98,
  "syn_area_per_cell_sq_um": 14.4,
  "chip_area_sq_um": 164000,
  "hold_ws_ns": 1.81,
  "cts_htree_levels": 3,
  "cts_hold_buffers": 0,
  "cts.repair.resized": 0,
  "cp-end-kind": "output pin",
  "io_buffer_count": 112,
  "cts_made_buffers": 103,
  "fin_util_pct": 34.7,
  "hold_viol": 0,
  "hp-start": "wd3[12]",
  "slowest_stage": "nor2b_4",
  "warnings": 26,
  "startpoint_type": "primary input",
  "ctsRootBufferMaster": "clkbuf_16",
  "whs_endpoint": "mem[4][12]$_DFFE_PP_",
  "clock_sinks": 1024,
  "grt_pass1_wl_um": 221000,
  "maxSlewViolCount": 0,
  "ys_ff": 1024,
  "min_period_ns": 6.69,
  "path_max_fanout": 33,
  "setup_ws_ns": 1.81,
  "coreArea_sq_um": 161000,
  "path_cells": "clkdlybuf4s50_1 > nor2b_4 > buf_4 > a22oi_1 > nand3_1 > nand3_1 > clkdlybuf4s50_1",
  "synth_warnings": 1,
  "vias": 31100,
  "ys_types": 23,
  "netlist_instances": 3386,
  "p_leak_nw": 20.1,
  "fin_crit_sh_pct": 78.7,
  "critical_path.top_delay_family": "buffers and inverters",
  "drtIter0Drc": 2238,
  "setup_tns_ns": 0,
  "max_stage_delay_ns": 0.77,
  "drv_cap": 0,
  "drc": 0,
  "pre_cts_ws_ns": 1.82,
  "n_fill_cell": 15200,
  "largest_reg_flops": 1024,
  "ir_drop_mv": 0.152,
  "power_mw": 11.2,
  "die_width_um": 405,
  "arrival_ns": 4.99,
  "cts_setup_buffers": 0,
  "hold_path_depth": 2,
  "fmax_mhz": 150,
  "drtPass1Iterations": 6,
  "fp.dieH_um": 405,
  "maxSlewHeadroom_pct": 32.1,
  "drive_above_1_share_pct": 9.12,
  "syn2layout_area_growth_pct": 14.5,
  "routedWlPerCell_um": 27.0
}
## routing by layer
| layer | vias to the layer above | share of wire (%) | global-route usage, % |
|---|---|---|---|
| met2 | 1676 | 47 | 30.2 |
| met3 | 310 | 13 | 11.0 |
| met5 | - | 0.053 | 0 |
| li1 | 13600 | - | - |
| met4 | 16 | 3.8 | 5.99 |
| met1 | 15500 | 36 | 24.2 |
## placed cells by master (no fill, tap or decap), types with 18 or more instances in the layout
| cell type | n |
|---|---|
| a22oi_1 | 192 |
| clkdlybuf4s50_1 | 110 |
| nand2_1 | 193 |
| a22o_1 | 128 |
| nor2_4 | 34 |
| mux2i_1 | 1024 |
| nor3_1 | 64 |
| clkinv_1 | 26 |
| a31oi_1 | 64 |
| edfxtp_1 | 1024 |
| clkbuf_16 | 105 |
| nand3_1 | 194 |
| clkinv_2 | 18 |
| buf_4 | 116 |
| a21oi_1 | 192 |
| clkbuf_1 | 20 |
## cells by family after synthesis
logic type,after synthesis,synth area share [%]
flops,1024,63.0
buf+inv,253,3.21
compound gates,576,8.04
mux,1024,21.0
simple gates,509,4.71
## where the power goes
part           switching, mW  internal [mW]  leakage (nW)
clock                   1.93           2.59          1.63
combinational          0.651          0.390          9.27
sequential            0.0238           5.62          9.22
## final cells by class
class                   count  area (sq um)  area share, %
repair buffers            242          2280           4.09
clock buffers             125          2700           4.84
flip-flops and latches   1024         30700           55.1
multi-input cells        2109         16800           30.0
clock inverters            63           623           1.12
diodes                      1          2.50        0.00448
well taps                2160          2700           4.84
## how the worst max path moves through the flow
stage                  from  endpoint  cells past startpoint
after global routing  a2[0]   rd2[12]                      8
after CTS             a2[0]    rd2[8]                      8
final                 a2[0]   rd2[23]                      7
## synthesized netlist by cell type, drive strengths merged
| cell type | count | area, sq um |
|---|---|---|
| a31oi | 64 | 400 |
| or2 | 2 | 12.5 |
| a22oi | 192 | 1440 |
| nor2 | 35 | 131 |
| clkbuf | 90 | 353 |
| a21oi | 192 | 961 |
| edfxtp | 1024 | 30700 |
| buf | 163 | 1210 |
| nand2 | 195 | 732 |
| mux2i | 1024 | 10200 |
| nand3b | 5 | 37.5 |
| nand3 | 194 | 971 |
| nand2b | 4 | 25.0 |
| a22o | 128 | 1120 |
| or3b | 3 | 26.3 |
| nor3 | 64 | 320 |
| nor2b | 4 | 25.0 |
| or3 | 1 | 6.26 |
| and2 | 2 | 12.5 |
Power and IR drop assume default switching activity.
