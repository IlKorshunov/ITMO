===== /design/flow/config.mk =====
export PLATFORM = sky130hd
export DESIGN_NAME = d_flop
export DESIGN_NICKNAME = d_flop
export VERILOG_FILES = /design/flow/design.v
export SDC_FILE = /design/flow/constraint.sdc
export NUM_CORES = 4
export LEC_CHECK = 1
export CORE_AREA = 10 10 80 80
export DIE_AREA = 0 0 90 90

===== /design/flow/run.sh =====
#!/bin/bash
# OpenROAD 26Q1-2900-gdf79404cd8, Yosys 0.63+post, stock flow scripts
make -C /OpenROAD-flow-scripts/flow DESIGN_CONFIG=/design/flow/config.mk WORK_HOME=/design/flow/orfs finish

===== /design/flow/design.v =====
module d_flop(d, clk, q);
  input [31:0] d;
  input clk;
  output reg [31:0] q;
  initial begin
    q <= 32'b0;
  end
  always @ (posedge clk)
    q <= d;
endmodule

===== /design/flow/constraint.sdc =====
current_design d_flop

set clk_period 1.0
set clk_io_pct 0.2

create_clock -name clk0 -period $clk_period [get_ports {clk}]

set non_clock_inputs [all_inputs -no_clocks]
set_input_delay [expr $clk_period * $clk_io_pct] -clock clk0 $non_clock_inputs
set_output_delay [expr $clk_period * $clk_io_pct] -clock clk0 [all_outputs]

==> impl_metrics.py <==
# Auto-generated metrics
metrics = {
    "sta": {
        "fin_setup_tns_ns": 0,
        "hold_viol_final": 0,
        "period_minus_slack_ns": 0.956,
        "slew_viol_final": 0,
        "max_freq_ghz": 1.05,
        "timing.slew.headroom": 0.959,
        "rsz0062_at_grt": "no",
        "tightest_slew_ns": 0.0611,
        "setup_viol": 0,
        "holdWs_ns": 0.360,
        "fin_crit_sh": 0.956,
    },
    "global_route": {
        "grt_antenna_before_repair": 0,
        "grtUsageTotal": 0.0487,
        "grt_pass1_wl_mm": 3.08,
        "overflow": 0,
        "grt_pass1_vias": 561,
        "grt_max_degree": 10,
    },
    "synthesis": {
        "adder_share": 0,
        "synth-edff-count": 0,
        "topCellsByArea": "dfxtp_1 (100%)",
        "async_flop_share": 0,
        "synth_top_area_share": 1.00,
        "synth_seq_share": 1.00,
        "yosys_area_um2": 641,
        "netlist_area_um2": 641,
        "top_cell": "dfxtp_1",
        "syn_inst": 32,
        "ys_sh_aoi": 0,
        "top_cells_by_count": "dfxtp_1 (32)",
        "synth_cell_types": 1,
        "synth-seq-cells": 32,
        "ys_sh_mux": 0,
        "synth_warnings": 1,
        "yosys.area_share.simple": 0,
        "synth.avg_cell_area_um2": 20.0,
        "yosys_cells": 32,
        "xor_share": 0,
        "top_area_cell": "dfxtp_1",
        "flop_cell": "dfxtp_1",
    },
    "power_and_ir_drop": {
        "p_switching_w": 0.000444,
        "power.density_nw_per_um2": 1790,
        "vdd_ir_drop_max_mv": 0.967,
        "seq_power_share": 0.528,
        "clock_power_share": 0.393,
        "p_sw_frac": 0.172,
        "leakage_nw": 0.589,
        "pwr-share-comb": 0.079,
        "internal_power_w": 0.00213,
    },
    "die": {
        "dieHeight_um": 90,
        "rows": 25,
        "dieArea_um2": 8100,
        "io_pins": 65,
        "coreArea_um2": 4720,
        "initCoreUtil": 0.136,
        "dieWidth_um": 90,
    },
    "clocking": {
        "htree_levels": 2,
        "clkSinkCount": 32,
        "hold_buffers": 0,
        "post_cts_buffers": 0,
        "clk_pin_slew_worst_paths_ns": 0.06,
        "clock-root-buffer": "clkbuf_8",
        "cts_tree": "done",
        "cts_buffers": 5,
        "ctsLongestPathBuffers": 2,
    },
    "routing": {
        "ant_nets": 0,
        "wl_per_cell_um": 11.9,
        "diodes": 0,
        "dr_total_vias": 490,
        "totalWireLength_mm": 2.03,
        "initialDrtViolationCount": 4,
        "drc_errors": 0,
        "drtPass1Iterations": 2,
        "vias_per_cell": 2.88,
    },
    "setup_path": {
        "cpPeakStageDelay_ns": 0.31,
        "end_kind": "output pin",
        "crit_buf_inv": 1,
        "crit_type": "reg -> out",
        "required_ns": 0.80,
        "path_delay_family": "flip-flops",
        "worstSetupStartpointType": "register",
        "crit_chain": "clkdlybuf4s15_1",
        "cp-startpoint": "q[13]$_DFF_P_",
        "cpMaxStageDelayCell": "dfxtp_2",
        "worstPathMaxFanout": 1,
        "arrival_ns": 0.76,
    },
    "final_layout": {
        "largest_reg_flops": 32,
        "logic_gates": 0,
        "top_regs": "q (32)",
        "drive_gt1_frac": 0.204,
        "logic_area_um2": 0,
        "largest_register": "q",
        "syn_to_final_growth_pct": 125,
    },
    "outcome": {
        "status": "completed",
    },
    "place": {
        "port-buffer-count": 64,
        "routabilityCongestion": 0.639,
    },
    "flow_run": {
        "openroad.warnings": 25,
        "drv_cap": 0,
    },
    "worst_hold_path": {
        "hold_start": "d[3]",
        "hold_path.class": "in -> reg",
    },
}
final timing paths:
kind	to	slack, ns	cells after the start
hold / removal	q[3]$_DFF_P_	0.36	1
setup / recovery	q[13]	0.04	1
kinds of logic after synthesis:
logic type  after synthesis
DFF                      32
layer usage:
layer	vias to the layer above	wire, µm	GRT usage
met2	53	691	0.0599
li1	236	-	-
met1	197	815	0.0528
met5	-	0	0
met3	4	491	0.0587
met4	0	29	0.00796
repair_timing:
action	CTS	global route
pin swaps	0	0
endpoints found under the setup margin	32	11
resized	66	12
through the flow:
step	power, W	util	instances	area [µm²]	setup WS, ns
after global routing	0.00271	0.305	170	1440	0.000293
after global placement	0.00163	0.289	163	1370	0.0290
after floorplan	0.00137	-	32	641	0.538
after detailed placement	0.00163	0.289	163	1370	0.0321
final	0.00258	0.305	170	1440	0.0437
after CTS	0.00264	0.310	170	1460	0.00903
power groups by stage:
stage	combinational (W)	sequential (W)	clock, W
4_1_cts	0.000215	0.00136	0.00106
5_1_grt	0.000221	0.00137	0.00112
6_report	0.000203	0.00136	0.00101
cell type report:
type,instances,area [µm²]
Fill cell,477,3280
Sequential cell,32,651
Timing Repair Buffer,64,611
Clock buffer,7,96.3
Tap cell,67,83.8
cells in the final DEF, fill, tap and decap left out:
cell             instances
clkdlybuf4s50_1         32
clkbuf_8                 7
clkbuf_2                 6
dfxtp_2                  8
dfxtp_1                 24
clkdlybuf4s15_1         26
Power and IR drop assume default switching activity.
